### flow/config.mk
export PLATFORM = sky130hd
export DESIGN_NAME = dc_vga_controller
export DESIGN_NICKNAME = dc_vga_controller
export VERILOG_FILES = /design/flow/design.v
export SDC_FILE = /design/flow/constraint.sdc
export NUM_CORES = 4
export LEC_CHECK = 1
export CORE_UTILIZATION = 40
### flow/constraint.sdc
current_design dc_vga_controller

set clk_period 4.7
set clk_io_pct 0.2

create_clock -name clk0 -period $clk_period [get_ports {iVGA_CLK}]

set non_clock_inputs [all_inputs -no_clocks]
set_input_delay [expr $clk_period * $clk_io_pct] -clock clk0 $non_clock_inputs
set_output_delay [expr $clk_period * $clk_io_pct] -clock clk0 [all_outputs]
### flow/design.v
module dc_vga_controller#(
						parameter CONFIG_H_ACTIVE_SIZE = 640,
											CONFIG_H_BACK_PORCH_SIZE = 48,
											CONFIG_H_SYNC_PULSE_SIZE = 96,
											CONFIG_H_FRONT_PORCH_SIZE = 16,
											CONFIG_V_ACTIVE_SIZE = 480,
											CONFIG_V_BACK_PORCH_SIZE = 33,
											CONFIG_V_SYNC_PULSE_SIZE = 2,
											CONFIG_V_FRONT_PORCH_SIZE = 10)
											(iRST_n,
											 iVGA_CLK,
											 sw_test_en,
											 pixel_valid,
											 pixel_ready,
											 pixel_data,
											 v_blank,
											 h_blank,
											 oHS,
											 oVS,
											 oVGA_B,
											 oVGA_G,
											 oVGA_R);
localparam COLOR_RES = 4;  
localparam PIXEL_DATA_WIDTH = 24;  
input iRST_n;
input iVGA_CLK;
input wire sw_test_en;  
output reg oHS;
output reg oVS;
output [COLOR_RES - 1:0] oVGA_B;
output [COLOR_RES - 1:0] oVGA_G;  
output [COLOR_RES - 1:0] oVGA_R; 
output wire  pixel_ready;
input wire pixel_valid;
input wire [PIXEL_DATA_WIDTH -1:0] pixel_data;  
output wire v_blank;
output wire h_blank;                    
reg [PIXEL_DATA_WIDTH - 1:0] bgr_data;
wire cBLANK_n,cHS,cVS,rst;
assign rst = ~iRST_n;
reg frame_ready_c; 
reg frame_en_c ;  
always_comb begin
	frame_ready_c = frame_en_c ? cBLANK_n : 1'b0 ;
end
video_sync_generator #(.CONFIG_H_ACTIVE_SIZE(CONFIG_H_ACTIVE_SIZE),
													.CONFIG_H_BACK_PORCH_SIZE(CONFIG_H_BACK_PORCH_SIZE),
													.CONFIG_H_SYNC_PULSE_SIZE(CONFIG_H_SYNC_PULSE_SIZE),
													.CONFIG_H_FRONT_PORCH_SIZE(CONFIG_H_FRONT_PORCH_SIZE),
													.CONFIG_V_ACTIVE_SIZE(CONFIG_V_ACTIVE_SIZE),
													.CONFIG_V_BACK_PORCH_SIZE(CONFIG_V_BACK_PORCH_SIZE),
													.CONFIG_V_SYNC_PULSE_SIZE(CONFIG_V_SYNC_PULSE_SIZE),
													.CONFIG_V_FRONT_PORCH_SIZE(CONFIG_V_FRONT_PORCH_SIZE)
								)
							 LTM_ins (.vga_clk(iVGA_CLK),
										 .reset(rst),
										 .blank_n(cBLANK_n),
										 .v_blank(v_blank),
										 .h_blank(h_blank),
										 .HS(cHS),
										 .VS(cVS)
										 );
assign pixel_ready = frame_ready_c;
always@(posedge iVGA_CLK , negedge  iRST_n) begin
	if(!iRST_n)
		bgr_data <= {PIXEL_DATA_WIDTH{1'b0}};
	else if(frame_ready_c & pixel_valid) 
		bgr_data <= pixel_data;
	else 
		bgr_data <= {PIXEL_DATA_WIDTH{1'b0}};
end
reg [PIXEL_DATA_WIDTH -1:0] pattern_data; 
assign oVGA_B= sw_test_en ? pattern_data[23:20] : bgr_data[23:20];
assign oVGA_G=sw_test_en  ? pattern_data[15:12] : bgr_data[15:12]; 
assign oVGA_R=sw_test_en  ? pattern_data[7:4] : bgr_data[7:4];
reg mHS, mVS;
always@(posedge iVGA_CLK)
begin
  mHS<=cHS;
  mVS<=cVS;
  oHS<=mHS;
  oVS<=mVS;
end
localparam addr_width = $clog2(CONFIG_H_ACTIVE_SIZE);
reg [addr_width - 1 : 0 ] addr_cnt;
always@(posedge iVGA_CLK,negedge iRST_n)
begin
  if (!iRST_n)
     addr_cnt<=19'd0;
  else if (cBLANK_n==1'b1)
     addr_cnt<=addr_cnt+1;
	  else
	    addr_cnt<=19'd0;
end 
always@(posedge iVGA_CLK)
begin
  if (~iRST_n)
  begin
     pattern_data<=24'h000000;
  end
    else
    begin
      if (0<addr_cnt && addr_cnt <= CONFIG_H_ACTIVE_SIZE/3)
					pattern_data <= {8'hff, 8'h00, 8'h00};  
				else if (addr_cnt > CONFIG_H_ACTIVE_SIZE/3 && addr_cnt <= CONFIG_H_ACTIVE_SIZE*2/3)
					pattern_data <= {8'h00,8'hff, 8'h00};   
				else if(addr_cnt > CONFIG_H_ACTIVE_SIZE*2/3 && addr_cnt <=CONFIG_H_ACTIVE_SIZE)
					pattern_data <= {8'h00, 8'h00, 8'hff};  
				else pattern_data <= 24'h0000; 
    end
end
localparam FRAME_ENABLE_FSM_WIDTH = 2;  
localparam FSM_FRAME_ENABLE_IDLE 				= 2'b00,
			  FSM_FRAME_ENABLE_DISPLAY_FRAME 	= 2'b01,
			  FSM_FRAME_ENABLE_WAIT_FOR_V_PULSE = 2'b11,
			  FSM_FRAME_ENABLE_UNUSED_10        = 2'b10;
reg [FRAME_ENABLE_FSM_WIDTH -1 : 0] frame_enable_fsm_r;  
reg [FRAME_ENABLE_FSM_WIDTH -1 : 0] frame_enable_fsm_nxt_c;  
always_ff @(posedge iVGA_CLK or negedge iRST_n ) 
	begin
	if(!iRST_n)
		frame_enable_fsm_r <= {FRAME_ENABLE_FSM_WIDTH{1'b0}};
	else
		frame_enable_fsm_r <= frame_enable_fsm_nxt_c;
	end
always_comb
	begin
	case(frame_enable_fsm_r)
	  FSM_FRAME_ENABLE_IDLE:
		frame_enable_fsm_nxt_c = (pixel_valid & (!cVS)) ? FSM_FRAME_ENABLE_DISPLAY_FRAME :
																											FSM_FRAME_ENABLE_IDLE;
	  FSM_FRAME_ENABLE_DISPLAY_FRAME:
		frame_enable_fsm_nxt_c = cVS ? FSM_FRAME_ENABLE_WAIT_FOR_V_PULSE :
																	 FSM_FRAME_ENABLE_DISPLAY_FRAME;
	  FSM_FRAME_ENABLE_WAIT_FOR_V_PULSE:
		frame_enable_fsm_nxt_c = (!cVS) ? FSM_FRAME_ENABLE_IDLE :
																			FSM_FRAME_ENABLE_WAIT_FOR_V_PULSE;
	  default:
		frame_enable_fsm_nxt_c = {FRAME_ENABLE_FSM_WIDTH{1'b0}};
	endcase
	end
always_comb
	begin
	case(frame_enable_fsm_r)
	  FSM_FRAME_ENABLE_IDLE:
		frame_en_c = 1'b0;
	  FSM_FRAME_ENABLE_DISPLAY_FRAME:
		frame_en_c = 1'b1;
	  FSM_FRAME_ENABLE_WAIT_FOR_V_PULSE:
		frame_en_c = 1'b1;
	  default:
		frame_en_c = 1'b0;
	endcase
	end
endmodule
module video_sync_generator#(parameter CONFIG_H_ACTIVE_SIZE = 640,
													CONFIG_H_BACK_PORCH_SIZE = 48,
													CONFIG_H_SYNC_PULSE_SIZE = 96,
													CONFIG_H_FRONT_PORCH_SIZE = 16,
													CONFIG_V_ACTIVE_SIZE = 480,
													CONFIG_V_BACK_PORCH_SIZE = 33,
													CONFIG_V_SYNC_PULSE_SIZE = 2,
													CONFIG_V_FRONT_PORCH_SIZE = 10)
													(reset,
													 vga_clk,
													 blank_n,
													 HS,
													 VS,
													 v_blank,
													 h_blank
													 );
input reset;
input vga_clk;
output reg blank_n;
output reg v_blank;  
output reg h_blank;  
output reg HS;
output reg VS;
localparam HORI_LINE  = CONFIG_H_ACTIVE_SIZE + CONFIG_H_BACK_PORCH_SIZE + CONFIG_H_SYNC_PULSE_SIZE + CONFIG_H_FRONT_PORCH_SIZE ;   
localparam HORI_BACK  = CONFIG_H_SYNC_PULSE_SIZE + CONFIG_H_BACK_PORCH_SIZE;  
localparam HORI_FRONT = CONFIG_H_FRONT_PORCH_SIZE;	  
localparam VERT_LINE  = CONFIG_V_ACTIVE_SIZE + CONFIG_V_BACK_PORCH_SIZE + CONFIG_V_SYNC_PULSE_SIZE + CONFIG_V_FRONT_PORCH_SIZE ;  
localparam VERT_BACK  = CONFIG_V_BACK_PORCH_SIZE + CONFIG_V_SYNC_PULSE_SIZE ;  
localparam VERT_FRONT = CONFIG_V_FRONT_PORCH_SIZE;  
localparam H_SYNC_CYCLE = CONFIG_H_SYNC_PULSE_SIZE;  
localparam V_SYNC_CYCLE = CONFIG_V_SYNC_PULSE_SIZE;	 
localparam H_BLANK = HORI_FRONT+H_SYNC_CYCLE ;  
localparam H_CNT_NUM_BIT = $clog2(HORI_LINE);
localparam V_CNT_NUM_BIT = $clog2(VERT_LINE);
reg [H_CNT_NUM_BIT -1 :0] h_cnt;
reg [V_CNT_NUM_BIT -1 :0]  v_cnt;
wire cHD,cVD,cDEN,hori_valid,vert_valid;
wire cHblank , cVblank;
always@(negedge vga_clk,posedge reset)
begin
  if (reset)
  begin
     h_cnt<={H_CNT_NUM_BIT{1'b0}};
     v_cnt<={V_CNT_NUM_BIT{1'b0}};
  end
    else
    begin
      if (h_cnt==HORI_LINE-1) 
      begin 
         h_cnt<={H_CNT_NUM_BIT{1'b0}};
         if (v_cnt==VERT_LINE-1)
            v_cnt<={V_CNT_NUM_BIT{1'b0}};
         else
            v_cnt<=v_cnt + {{(V_CNT_NUM_BIT-1){1'b0}},1'b1};
      end
      else
         h_cnt<=h_cnt+ {{(H_CNT_NUM_BIT-1){1'b0}},1'b1}; ;
    end
end
assign cHD = (h_cnt<H_SYNC_CYCLE)?1'b0:1'b1;
assign cVD = (v_cnt<V_SYNC_CYCLE)?1'b0:1'b1;
assign hori_valid = (h_cnt<(HORI_LINE-HORI_FRONT)&& h_cnt>=HORI_BACK)?1'b1:1'b0;
assign vert_valid = (v_cnt<(VERT_LINE-VERT_FRONT)&& v_cnt>=VERT_BACK)?1'b1:1'b0;
assign cDEN = hori_valid && vert_valid;
assign cHblank = ~ hori_valid;
assign cVblank = ~ vert_valid;
always@(negedge vga_clk)
begin
  HS<=cHD;
  VS<=cVD;
  blank_n<=cDEN;
  h_blank<= cHblank;
  v_blank<= cVblank;
end
endmodule
### flow/run.sh
#!/bin/bash
# OpenROAD 26Q1-2900-gdf79404cd8, Yosys 0.63+post, stock flow scripts
make -C /OpenROAD-flow-scripts/flow DESIGN_CONFIG=/design/flow/config.mk WORK_HOME=/design/flow/orfs finish
==> PnR_summary.wiki <==
== Metrics ==
{| class="wikitable"
! Metric !! Value
|-
| Vias per Instance || 5.247
|-
| EDFF count, synth || 0
|-
| Half-perimeter wire length of the detailed placement result || 3460 um
|-
| Hold_sp || mVS
|-
| Count of tool warnings || 49
|-
| Worst supply voltage drop on vdd || 0.0001931 V
|-
| Wire per inst || 13.12 um
|-
| Number of input and output port buffers inserted || 32
|-
| Outcome || finished, final reports clean
|-
| Adder and majority gate portion of the synthesized area || 4.121%
|-
| FILL cells || 586
|-
| Max stage delay cell, worst path || sky130_fd_sc_hd__clkdlybuf4s50_1
|-
| Number of antenna violations at the first check in global routing || 0
|-
| CTS H-tree depth || 3
|-
| # Max-Cap Violations || 0
|-
| Overflow left after global routing || 0
|-
| Die height || about 85 um
|-
| CTS Hold Bufs || 0
|-
| Placer congestion estimate || 0.8005
|-
| CTS tree || yes
|-
| Endpoint class of the critical path || primary output
|-
| Hold-critical path depth || 0
|-
| Required arrival time at the worst endpoint || 3760 ps
|-
| Count of placed standard cells including taps || 369
|-
| Power density relative to cell area || just under 300 mW/mm^2
|-
| Share of cells above drive strength 1 || 9.936%
|-
| Resized Gates After CTS || 0
|-
| Largest net degree at the start of global routing || 28
|-
| CP max stage delay || 470 ps
|-
| Final number of max-transition violations || 0
|-
| Top non-seq family || simple AND/OR/NAND/NOR gates
|-
| DRT iter0 DRCs || 90
|-
| Bufs on Longest Clock Path || 2
|-
| Number of clock sinks || 57
|-
| Antenna violation net count after detailed routing || 0
|-
| Worst slew margin || 68.31%
|-
| Residual DRC count || 0
|-
| Number of top-level pins || 45
|-
| Standby leakage power || 1.476 nW
|-
| Final count of negative-setup-slack endpoints || 0
|-
| Number of different library cells in the post-synthesis netlist || 55
|-
| Yosys stat area || 0.002733 mm^2
|-
| Startpoint of the lowest-slack register-to-register path || LTM_ins.blank_n
|-
| Crit Path Class || flip-flop to primary output
|-
| First-pass iteration count of the detailed router || 10
|-
| Combined area of the multi-input logic cells || 0.001202 mm^2
|-
| Row count || 29
|-
| Vias in the first global route || 1929
|-
| Mapped Cells || 270
|-
| Post-synthesis cell area || 0.002733 mm^2
|-
| Area fraction in xor and xnor cells || between 4 and 5%
|-
| Synth Area per Inst || about 10 um^2
|-
| Die Outline Area || slightly above 0.007 mm^2
|-
| Type of the most critical hold path || flip-flop to flip-flop
|-
| Overall routed net length || 5102 um
|-
| Area share of and-or/or-and cells after synthesis || 11.68%
|-
| Number of hold-slack violations in the final timing report || 0
|-
| CP arrival || between 3000 and 4000 ps
|-
| Vias post-DR || between 2000 and 2500
|-
| Clock buffers created by TritonCTS || 9
|-
| Setup repair after global routing missed its margin || no
|-
| Core Footprint || 0.006459 mm^2
|-
| Worst hold-check slack || 331.6 ps
|-
| Worst Tran Pin Value || 475.4 ps
|-
| Post-CTS Setup Bufs || 0
|-
| Initial standard-cell utilization of the core || between 40% and 50%
|-
| Destination of the worst hold path || oVS
|-
| Global-route wire length before repair || 8783 um
|-
| Sequential cell area || 0.001368 mm^2
|-
| Count of placed standard cells in the final layout, fillers left out || 389
|-
| Clock slew seen by the registers of the worst setup and hold paths || around 60 ps
|-
| Cells in synth_stat.txt || 270
|-
| Simple-gate share of the synthesized area || a little over a fifth
|-
| Max Fanout on Critical Path || 2
|-
| Worst clock skew on the final layout || approximately 50 ps
|-
| Number of warning messages in the yosys log || 2
|-
| Post-route setup TNS || 0 ps
|-
| Dominant synthesized flop cell || sky130_fd_sc_hd__dfrtp_1
|-
| Total global-route track usage || ~16%
|-
| Area overhead of the layout relative to synthesis || 20.51%
|-
| Setup slack, reg-to-reg || 1410 ps
|-
| Flops & latches, synth || ~57
|-
| Multiplexer share of the synthesized area || approximately 1.6%
|-
| Fraction of synthesis flops using an asynchronous set or reset pin || 78.95%
|-
| Buffer type at the clock tree root || sky130_fd_sc_hd__clkbuf_8
|-
| Cells along the critical path || o21a_1 > clkdlybuf4s50_1
|-
| Number of cells on the worst reg-to-reg path || 3
|-
| Antenna diodes || 0
|-
| Worst flop-to-flop path endpoint || bgr_data[6]
|-
| Clock latency at the later pin of the worst-skew pair || 370 ps
|-
| Sort of element at the start of the critical path || flip-flop
|-
| Die Span X || 84.66 um
|-
| Seq/Total Area, Yosys || 50.05%
|}
==> Yosys cell counts (3+ instances only) <==
| cell | count | area (um^2) |
|---|---|---|
| sky130_fd_sc_hd__a21oi_1 | 3 | 15.01 |
| sky130_fd_sc_hd__clkbuf_1 | 8 | 30.03 |
| sky130_fd_sc_hd__o21ai_0 | 25 | 125.1 |
| sky130_fd_sc_hd__nor3_1 | 6 | 30.03 |
| sky130_fd_sc_hd__nand4_1 | 7 | 43.79 |
| sky130_fd_sc_hd__buf_2 | 3 | 15.01 |
| sky130_fd_sc_hd__ha_1 | 9 | 112.6 |
| sky130_fd_sc_hd__dfrtp_1 | 24 | 600.6 |
| sky130_fd_sc_hd__nand2_1 | 14 | 52.55 |
| sky130_fd_sc_hd__or4_1 | 3 | 22.52 |
| sky130_fd_sc_hd__xnor2_1 | 9 | 78.83 |
| sky130_fd_sc_hd__xor2_1 | 6 | 52.55 |
| sky130_fd_sc_hd__inv_1 | 24 | 90.09 |
| sky130_fd_sc_hd__nor2_1 | 10 | 37.54 |
| sky130_fd_sc_hd__nor3b_1 | 3 | 22.52 |
| sky130_fd_sc_hd__nor2b_1 | 4 | 25.02 |
| sky130_fd_sc_hd__dfrtn_1 | 20 | 500.5 |
| sky130_fd_sc_hd__and2_1 | 12 | 75.07 |
| sky130_fd_sc_hd__dfxtp_1 | 12 | 240.2 |
| sky130_fd_sc_hd__and3_1 | 17 | 106.4 |
| sky130_fd_sc_hd__nand3_1 | 10 | 50.05 |
==> metal layers <==
| layer | GRT usage (%) | share of wire (%) | up-vias |
|---|---|---|---|
| li1 | - | - | 1015 |
| met1 | 21.63 | 46 | 992 |
| met2 | 27.12 | 50 | 30 |
| met3 | 4.582 | 4.0 | 4 |
| met4 | 1.541 | 0.71 | 0 |
| met5 | 0 | 0 | - |
==> area by class of cell <==
type                       instances  area share [%]
sequential                        57           41.53
multi-input combinational        176           36.51
timing repair buffer              35           10.26
clock buffer                       9           3.761
tap                               77           2.926
inverter                          23           2.622
clock inverter                    12           2.394
==> worst max-delay path, delay by kind of cell, from the launching register on <==
| family | cells | cell delay (ps) |
|---|---|---|
| DFF | 1 | 320 |
| AOI/OAI and AO/OA | 1 | 170 |
| buffers and inverters | 1 | 470 |
==> logic make-up (layout without fill, tap and decap cells) <==
| logic type | after synthesis | count (layout) |
|---|---|---|
| XOR/XNOR | 15 | 15 |
| buffers and inverters | 37 | 79 |
| AND/OR/NAND/NOR | 100 | 100 |
| AND-OR/OR-AND | 48 | 48 |
| multiplexers | 4 | 4 |
| adder cells (fa/ha/maj) | 9 | 9 |
| flip-flops | 57 | 57 |
==> flip-flops by register name, summed over array words and instances, names as in the netlist, 3 cells and up <==
| name | count |
|---|---|
| bgr_data | 12 |
| LTM_ins.h_cnt | 10 |
| LTM_ins.v_cnt | 10 |
| addr_cnt | 10 |
| frame_enable_fsm_r | 3 |
| pattern_data | 3 |
==> where the power goes <==
group | internal (mW) | switching (mW)
sequential | 0.491 | 0.000538
clock | 0.244 | 0.202
combinational | 0.0114 | 0.0124
total | 0.746 | 0.215
==> through the flow <==
stage | worst slack, ps | power [mW] | instance area [um^2] | utilization, %
final | 81.83 | 0.9611 | 3293 | 50.99
after global routing | 1.878 | 1.004 | 3293 | 50.99
after CTS | 53.59 | 0.9776 | 3293 | 50.99
after detailed placement | 444.0 | 0.5331 | 3094 | 47.91
after global placement | 446.0 | 0.5331 | 3094 | 47.91
after floorplan | 790.0 | 0.5110 | 2733 | -
==> how the worst max path moves through the flow <==
stage | start | to | slack [ps] | cells after the start
4_1_cts | LTM_ins.blank_n | pixel_ready | 50 | 2
5_1_grt | LTM_ins.blank_n | pixel_ready | 2 | 2
6_report | LTM_ins.blank_n | pixel_ready | 80 | 2
==> layout by cell type (no fill, tap or decap), types with 10 or more instances in the layout <==
master                            instances
sky130_fd_sc_hd__and2_1                  12
sky130_fd_sc_hd__clkdlybuf4s50_1         31
sky130_fd_sc_hd__inv_1                   28
sky130_fd_sc_hd__and3_1                  17
sky130_fd_sc_hd__nand3_1                 10
sky130_fd_sc_hd__dfrtn_1                 20
sky130_fd_sc_hd__dfxtp_1                 12
sky130_fd_sc_hd__nor2_1                  10
sky130_fd_sc_hd__o21ai_0                 25
sky130_fd_sc_hd__dfrtp_1                 24
sky130_fd_sc_hd__nand2_1                 14
Power is estimated from default activity; no workload was simulated.
