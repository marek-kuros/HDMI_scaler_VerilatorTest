==> ./design.v <==
module dc_bu_memory #(
  parameter BUFF_ADDR_WIDTH = 10,
  parameter MEMORY_HEIGHT = 128,
  parameter WORD_WIDTH = 24
)(
  input wire clk,
  input wire ce,
  input wire we,
  input wire[(BUFF_ADDR_WIDTH-1):0] waddr,
  input wire[(WORD_WIDTH-1):0] wdata,
  input wire re,
  input wire[(BUFF_ADDR_WIDTH-1):0] raddr,
  output wire[(WORD_WIDTH-1):0] rdata
);
reg[(WORD_WIDTH-1):0] mem[0:(MEMORY_HEIGHT-1)];
wire[(WORD_WIDTH-1):0] rdata_nxt_c;
reg[(WORD_WIDTH-1):0] rdata_r;
wire rdata_en_c;
assign rdata_nxt_c = mem[raddr];
assign rdata_en_c = re && !we && ce;   
always_ff @(posedge clk) begin
  if(rdata_en_c) begin
    rdata_r <= rdata_nxt_c;
  end
end
assign rdata = rdata_r;
wire wdata_en_c;
assign wdata_en_c = we && ce;
always @(posedge clk) begin
  if(wdata_en_c) begin
    mem[waddr] <= wdata;
  end
end
endmodule
==> ./run.sh <==
#!/bin/bash
# OpenROAD 26Q1-2900-gdf79404cd8, Yosys 0.63+post, stock flow scripts
make -C /OpenROAD-flow-scripts/flow DESIGN_CONFIG=/design/flow/config.mk WORK_HOME=/design/flow/orfs finish
==> ./config.mk <==
export PLATFORM = sky130hd
export DESIGN_NAME = dc_bu_memory
export DESIGN_NICKNAME = dc_bu_memory
export VERILOG_FILES = /design/flow/design.v
export SDC_FILE = /design/flow/constraint.sdc
export NUM_CORES = 4
export LEC_CHECK = 1
export CORE_UTILIZATION = 40
==> ./constraint.sdc <==
current_design dc_bu_memory

set clk_period 18.2
set clk_io_pct 0.2

create_clock -name clk0 -period $clk_period [get_ports {clk}]

set non_clock_inputs [all_inputs -no_clocks]
set_input_delay [expr $clk_period * $clk_io_pct] -clock clk0 $non_clock_inputs
set_output_delay [expr $clk_period * $clk_io_pct] -clock clk0 [all_outputs]
==> datasheet_impl.txt <==
Physical design parameters

Parameter                              Value

Yosys
  Logic family by area .................. multiplexers
  Top cell type by total area after synthesis .................. sky130_fd_sc_hd__edfxtp_1
  Post-synthesis share of cell area spent on and-or and or-and gates .................. 0
  Area share of the largest cell type after synthesis .................. 0.791
  # Cells Yosys .................. 4534
  Xor/xnor cell area share of the yosys netlist .................. 0
  Cell count after synthesis .................. roughly 4500
  Synth top area cells .................. sky130_fd_sc_hd__edfxtp_1 79%, sky130_fd_sc_hd__mux4_2 19%, sky130_fd_sc_hd__clkbuf_1 0.47%
  Register area share after synthesis .................. 0.791
  Post-Syn Area .................. about 120000 sq um
  Count of yosys warnings during synthesis .................. 1
  Flip-flop and latch count after synthesis .................. 3096
  Synthesized area per cell .................. 25.9 sq um
  Adder Share, Synth .................. 0
  Cell variety after synth .................. 19
  Post-Synth Simple-Gate Area .................. 0.00586
  Area figure in the yosys stat output .................. approximately 120000 sq um
  Mux share .................. 0.195

Floorplanning
  Boundary Pins .................. between 70 and 80
  Standard-cell rows .................. 198
  Horizontal die dimension .................. 544 microns
  Vert. Die Dim .................. between 500 and 600 microns
  Floorplan core area .................. 292000 sq um
  Area of the die .................. just under 300000 sq um
  Pre-Place Util .................. 0.403

STA
  Headroom to the max-slew limit .................. 0.399
  Unrepaired setup endpoints after global routing .................. false
  Fin Setup TNS .................. 0 ns
  Pins over their slew limit .................. 0
  Number of failing setup endpoints in the final timing report .................. 0
  Fmax .................. between 100 and 150 MHz
  Shortest period the worst path allows .................. ~8 ns
  Slew at the pin closest to its max-slew limit .................. between 0.8 and 0.9 ns
  Share of the clock period used by the worst path .................. 0.446
  Worst-case clock skew .................. roughly 0.038 ns
  Hold Violations, Final .................. 0

Finish
  Fraction of final layout cells sized beyond drive strength 1 .................. 0.356
  Most frequently placed logic cell in the final layout .................. sky130_fd_sc_hd__edfxtp_1
  Final instance count without filler cells .................. approximately 9000
  Number of filler instances in the final layout .................. 23200
  Multi-input gate area .................. roughly 25000 sq um
  Synthesis-to-finish area growth .................. 14.2%
  Seq. cell area .................. ~93000 sq um
  Commonest cells after routing, fill and taps aside .................. 3096 x sky130_fd_sc_hd__edfxtp_1, 1008 x sky130_fd_sc_hd__mux4_2, 316 x sky130_fd_sc_hd__clkbuf_16, 252 x sky130_fd_sc_hd__buf_4, 112 x sky130_fd_sc_hd__nor2_4

Run status
  Result of the run .................. complete, no violations

CTS
  Clock edge transition at the registers on the reported setup and hold paths .................. around 0.060 ns
  Setup fix buffers added after clock tree synthesis .................. 0
  Post_cts resized .................. 0
  Max clock buf depth .................. 4
  TritonCTS clock tree .................. done
  Root buffer cell .................. sky130_fd_sc_hd__clkbuf_16
  CTS H-Tree Depth .................. 5
  Number of CTS-inserted buffers .................. roughly 300
  Count of clock tree sinks .................. about 3100
  Number of hold buffers added after CTS .................. 0
  Clock latency reported for the late side of the worst-skew pair .................. ~0.86 ns

Place
  Weighted congestion at the end of routability-driven global placement .................. between 0.8 and 0.9
  IO buf count .................. between 60 and 70
  Number of cells in the design after placement .................. 8494
  Dpl hpwl .................. 162000 microns

GRT
  Wire length of the first global-routing pass .................. 415000 microns
  Pin count of the biggest net entering global routing .................. between 90 and 100
  Global-route usage over all layers .................. 0.224
  Antenna violations before repair .................. 18
  Number of global-route vias before repair .................. 57800
  GRT overflow .................. 0

Flow run
  Number of warning messages in the logs .................. 32
  Max Cap Violations .................. 0

Detailed routing
  Number of nets with antenna violations after detailed routing .................. 0
  Number of remaining DRC errors .................. 0
  Drt initial violations .................. roughly 3300
  Average detailed-routed wire length per instance .................. ~32 microns
  Routed wire length .................. 292000 microns
  Number of vias after detailed routing .................. ~51000
  Routed vias/inst .................. 5.62
  First-pass iteration count of the detailed router .................. 5

Hold path
  WHS Endpoint .................. rdata_r[2]
  Hold Path Class .................. reg2reg
  Hold Path Stages .................. 4
  Hold Crit Start .................. mem[26][2]

Critical path
  Largest fanout on the critical path .................. roughly 68
  Arr. time, crit path .................. 8.74 ns
  R2R depth .................. 4
  Type of the setup path with the least slack .................. in2reg
  FF-to-FF Start .................. mem[112][4]
  Kind of launch point of the worst setup path .................. input port
  Setup crit end kind .................. flip-flop
  Endpoint of the most critical register-to-register path .................. rdata_r[4]
  Setup slack, reg-to-reg .................. 15.51 ns
  Required time of the critical path .................. 18.82 ns

Power and ir drop
  Total leakage power .................. about 41 nW
  Power per cell area .................. ~110 nW/um^2
  IR drop worst, VDD .................. 0.0000856 V
[synth_stat cells, drive strengths merged]
cell type and number:
nand4b 1, clkbuf 147, nand3 8, nand4 2, nand2 15, nand2b 2
mux4 1008, buf 90, nor2b 7, and2 1, and3b 1, and3 1
edfxtp 3096, nor2 129, nor3 2, mux2 24
[cell families after synthesis]
group / count (synthesis)
flip-flops: 3096
AND/OR/NAND/NOR: 169
buffers and inverters: 237
multiplexers: 1032
[state kept, by name, indices dropped and copies added (netlist names)]
register,cells
mem,3072
rdata_r,24
[power by group]
group,internal (mW),switching (mW),leakage (nW)
combinational,0.275,0.428,8.18
sequential,7.86,0.00602,27.8
clock,3.44,2.58,4.58
total,11.6,3.01,40.6
[cell type report]
class | count | area share
sequential | 3096 | 0.692
tap | 3900 | 0.0363
clock buffer | 389 | 0.0609
antenna | 8 | 0.000149
clock inverter | 148 | 0.00917
timing repair buffer | 297 | 0.0181
multi-input combinational | 1201 | 0.183
[through the flow]
step                      hold WS (ns)  instance area, sq um  power (mW)  utilization  worst slack (ns)
after floorplan                   1.15                118000        8.39            -             11.77
after global routing              1.23                134000        15.0        0.461              9.66
after detailed placement          1.20                125000        8.73        0.428              8.97
after CTS                         1.21                134000        14.7        0.460              9.90
final                             1.21                134000        14.6        0.461             10.08
after global placement            1.19                125000        8.72        0.428              8.97
[critical path, stage by stage]
cell,delay (ns)
sky130_fd_sc_hd__buf_16,0.34
sky130_fd_sc_hd__buf_12,0.50
sky130_fd_sc_hd__buf_4,0.63
sky130_fd_sc_hd__buf_4,0.66
sky130_fd_sc_hd__buf_4,0.67
sky130_fd_sc_hd__mux4_2,0.60
sky130_fd_sc_hd__mux4_2,0.59
sky130_fd_sc_hd__mux4_2,0.60
sky130_fd_sc_hd__mux2_2,0.29
[routing by layer]
metal	vias up	global-route usage	routed length [microns]
met3	466	0.195	57400
met5	-	0.0226	941
met1	26000	0.242	83600
met2	3583	0.327	140000
met4	28	0.0605	10600
li1	20700	-	-
[how the worst max path moves through the flow]
stage / to / start
6_report: rdata_r[15] / raddr[0]
5_1_grt: rdata_r[15] / raddr[0]
4_1_cts: rdata_r[15] / raddr[0]
Power is estimated from default activity; no workload was simulated.
