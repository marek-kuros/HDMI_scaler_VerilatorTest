--- design/flow/config.mk ---
export PLATFORM = sky130hd
export DESIGN_NAME = mini_mcl
export DESIGN_NICKNAME = mini_mcl
export VERILOG_FILES = /design/flow/design.v
export SDC_FILE = /design/flow/constraint.sdc
export NUM_CORES = 4
export LEC_CHECK = 1
export CORE_AREA = 10 10 70 70
export DIE_AREA = 0 0 80 80
--- design/flow/design.v ---
module mini_mcl #(
  parameter LINE_NUMBER_WIDTH = 16
)(
  input wire clk,
  input wire nrst,
  input wire en,
  input wire line_data_ready,
  output wire[(LINE_NUMBER_WIDTH-1):0] line_number
);
wire[(LINE_NUMBER_WIDTH-1):0] line_number_nxt_c;
wire line_number_en_c;
reg[(LINE_NUMBER_WIDTH-1):0] line_number_r;
assign line_number_en_c = en && line_data_ready;
assign line_number_nxt_c = (line_number_r < LINE_NUMBER_WIDTH'('d127)) ? 
                            line_number_r + LINE_NUMBER_WIDTH'('h1) : 
                            '0;
always @(posedge clk, negedge nrst) begin
  if(!nrst) begin
    line_number_r <= '0;
  end else if(line_number_en_c == 1) begin
    line_number_r <= line_number_nxt_c;
  end
end
assign line_number = line_number_r;
endmodule
--- design/flow/run.sh ---
#!/bin/bash
# OpenROAD 26Q1-2900-gdf79404cd8, Yosys 0.63+post, stock flow scripts
make -C /OpenROAD-flow-scripts/flow DESIGN_CONFIG=/design/flow/config.mk WORK_HOME=/design/flow/orfs finish
--- design/flow/constraint.sdc ---
current_design mini_mcl

set clk_period 2.1
set clk_io_pct 0.2

create_clock -name clk0 -period $clk_period [get_ports {clk}]

set non_clock_inputs [all_inputs -no_clocks]
set_input_delay [expr $clk_period * $clk_io_pct] -clock clk0 $non_clock_inputs
set_output_delay [expr $clk_period * $clk_io_pct] -clock clk0 [all_outputs]
==> notes.org <==
#+TITLE: Synthesis and PnR summary

** Status
- Status :: finished clean

** STA
- Transition time at the pin with the least slew margin :: between 0.2 and 0.3 ns
- For the finished layout, the period the worst path requires is 1.67 ns.
- Ratio of final minimum period to clock period :: 0.793
- Total count of hold-check failures in the final report :: 0
- Per the slew report, the remaining headroom to the max-slew limit stands at 0.831.
- Post-route setup TNS :: 0 ns
- On the final layout, the worst clock skew is ~0.0003 ns.
- Per the final report, max-transition violations number 0.
- RSZ-0062 raised after global routing :: false
- Fmax :: 0.600 GHz
- Endpoints failing setup :: 0

** Routing
- ANT nets after route :: 0
- Per the detail_route report, DRC violations left total 0.
- Per the detail_route report, the via count comes to between 600 and 700.
- In the routed netlist, the antenna diode instances number 0.
- Number of iterations in the first detailed-routing pass :: 4
- Mean number of vias per cell :: approximately 4.2
- Wire length per cell :: 12.2 µm
- Initial DRC Count :: 24
- The final layout contains routed wiring with a total length of approximately 1800 µm.

** Clock network
- Total of hold buffers inserted after clock tree synthesis :: 0
- Clock tree synthesis selected as its root buffer the cell clkbuf_4.
- Clock latency of the later-clocked register in the worst-skew pair :: 0.28 ns
- Clock-pin slew was measured on the worst setup and hold paths at ~0.10 ns.
- CTS H-Tree Depth :: 1
- Clock tree from TritonCTS :: built
- Clock buffers created by TritonCTS :: 3
- In this run, post-CTS repair resized a total of 0 instances.
- Maximum root-to-sink buffer count :: 2
- Post-CTS Setup Bufs :: 0
- Counting every sink on the clock net gives 16.

** Critical path
- Nature of the critical path endpoint :: output port
- Worst setup path category :: flip-flop to output port
- Per the post-run analysis, buffers plus inverters along the critical path come to 1.
- Data on the critical path is required at its endpoint by 1.68 ns.
- Startpoint kind of the worst setup timing path :: flip-flop
- Among all stages on the critical path, the maximum delay recorded is 0.51 ns.
- Data arrival time of the critical path :: around 1.3 ns
- Worst r2r dst :: line_number_r[4]
- STA lists the maximum fanout along the critical path as 7.
- Cell class contributing the biggest share of worst-path delay :: buffers and inverters
- RR Startpoint :: line_number_r[12]
- Measured in cells, the most critical reg-to-reg path has a length of 4.
- CP max-delay cell :: clkdlybuf4s50_1
- R2R setup slack :: about 0.56 ns
- Traced cell by cell, the critical path runs through clkdlybuf4s50_1.

** Synth
- Number of synthesized flops with an enable pin :: 0
- After synthesis, the cell types taking the most area are dfrtp_1 (54%), nand2_1 (5.6%), nor2_1 (4.1%).
- Gate Count Post-Synth :: about 76
- The synthesized design spends more area on one cell type than any other, namely dfrtp_1.
- Once synthesis finished, the tally of register bits stood at 16.
- Count of unique library cells instantiated by Yosys :: 27
- Share of the synthesized area in the top cell type :: 0.543
- Post-synth seq share :: 0.543
- Ranked by instance count, the synthesized netlist is headed by dfrtp_1 (16), nand2_1 (11), nor2_1 (8), nand3_1 (5).
- Library cell with the highest instance count after synthesis :: dfrtp_1
- For reference, the post-synthesis area per instance comes to between 9 and 10 µm².
- Yosys Chip Area :: 737 µm²
- Async SR Flop Fraction :: 1.00
- Primary flip-flop cell chosen by synthesis mapping :: dfrtp_1
- Warnings reported by Yosys during synthesis add up to 1.
- Post-synth design cell area :: ~740 µm²
- Total cells reported by yosys after synthesis :: approximately 76

** Layout
- Largest reg by FF count :: line_number_r
- Max reg flops :: 16
- Final core utilization :: 0.305
- For this run, the number of standard cells in the final layout without fillers is roughly 150.
- Synthesis-to-finish area growth :: 41.4%
- Largest registers :: line_number_r (16)
- Layout cells sized above 1 :: 0.119
- After filler insertion, the fill cell instance count of the layout stands at ~360.

** Floorplanning
- Core Rows :: 21
- The die is approximately 80 µm tall.
- Full die area :: 6400 µm²
- 20 I/O pins were placed.
- Floorplan-stage core utilization :: 0.216
- The die is about 80 µm wide.
- After floorplanning, the core was sized to cover ~3400 µm².

** Global route
- Overflow left after global routing :: 0
- For this run, the total global-route usage over all layers was measured as 0.0569.
- The first global-routing pass estimated just under 3000 µm of wire.
- Number of antenna violations at the first check in global routing :: 0
- Largest net degree at the start of global routing :: 17
- Via count of the first global-routing pass :: 612

** Placed design
- # port buffers :: 19
- Placed cell count :: 143
- Once detailed placement completed, the half-perimeter wirelength came to roughly 1400 µm.
- GPL Wtd Cong :: between 0.7 and 0.8

** Job
- Number of warnings in the stage logs :: 25
- Max-cap violations in this run came to 0.

** Pwr
- Power density of the placed cells :: roughly 760 nW/µm²
- Cell leakage power :: 0.000441 µW
- Post-layout power :: slightly below 800 µW
- Max IR drop VDD :: ~230 µV

** Min path
- Worst hold path class :: primary input to async pin
[cell usage in the layout (no fill, tap or decap), types with 3 or more instances in the layout]
master and count:
a21oi_1 3, and2_1 4, buf_4 4, clkbuf_4 3, clkdlybuf4s50_1 19, dfrtp_1 16, nand2_1 11, nand3_1 5
nor2_1 8, nor3_1 4
[layer usage]
layer	track usage	wire (µm)	up-vias
li1	-	-	317
met1	0.0736	781	289
met2	0.0827	799	13
met3	0.0284	180	4
met4	0.0141	30	0
met5	0	0	-
[power by group]
| part | total [µW] | switching [µW] | leakage, µW | internal, µW |
|---|---|---|---|---|
| logic | 187 | 67.8 | 0.000206 | 119 |
| registers | 401 | 53.7 | 0.000214 | 347 |
| clock network | 206 | 100 | 0.0000210 | 105 |
| total | 794 | 222 | 0.000441 | 572 |
[worst max path at each step]
stage                 to             start  slack (ns)  cells after the start
6_report  line_number[4]  line_number_r[4]        0.43                      1
5_1_grt   line_number[4]  line_number_r[4]        0.37                      1
4_1_cts   line_number[4]  line_number_r[4]        0.42                      1
[cell type report]
class | count | area [µm²] | area share
Timing Repair Buffer | 23 | 220 | 0.211
Inverter | 2 | 7.51 | 0.00720
Multi-Input combinational cell | 56 | 320 | 0.307
Sequential cell | 16 | 400 | 0.384
Tap cell | 46 | 57.6 | 0.0552
Clock buffer | 4 | 36.3 | 0.0348
[stage by stage]
stage,setup slack [ns],instance area (µm²),hold WS [ns]
final,0.434,1040,0.450
after global routing,0.367,1040,0.463
after CTS,0.420,1040,0.460
after detailed placement,0.337,1010,0.521
after global placement,0.349,1010,0.517
after floorplan,0.672,737,0.124
[cell families after synthesis]
family,synth area share
AOI/OAI and AO/OA,0.104
xor gates and xnor gates,0.0238
adders and majority gates,0.0170
buffers and inverters,0.0221
and+or+nand+nor,0.290
DFF,0.543
No activity file was given, so power comes from the tool's default toggle rates.
